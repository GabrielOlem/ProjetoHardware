**design/flow/constraint.sdc**
```tcl
current_design register

set clk_period 1.1
set clk_io_pct 0.2

create_clock -name clk0 -period $clk_period [get_ports {clk}]

set non_clock_inputs [all_inputs -no_clocks]
set_input_delay [expr $clk_period * $clk_io_pct] -clock clk0 $non_clock_inputs
set_output_delay [expr $clk_period * $clk_io_pct] -clock clk0 [all_outputs]
```
**design/flow/design.v**
```verilog
module register(
            input clk,
            input reset,
            input regWrite,
            input logic [64-1:0] DadoIn,
            output logic [64-1:0] DadoOut
        );
always_ff @(posedge clk or posedge reset)
begin	
	if(reset)
		DadoOut <= 64'd0;
	else
	begin
		if (regWrite) begin
		    DadoOut <= DadoIn;
		end
	end		
end
endmodule 
```
**design/flow/run.sh**
```bash
#!/bin/bash
# OpenROAD 26Q1-2900-gdf79404cd8, Yosys 0.63+post, stock flow scripts
make -C /OpenROAD-flow-scripts/flow DESIGN_CONFIG=/design/flow/config.mk WORK_HOME=/design/flow/orfs finish
```
**design/flow/config.mk**
```make
export PLATFORM = sky130hd
export DESIGN_NAME = register
export DESIGN_NICKNAME = register
export VERILOG_FILES = /design/flow/design.v
export SDC_FILE = /design/flow/constraint.sdc
export NUM_CORES = 4
export LEC_CHECK = 1
export CORE_UTILIZATION = 50
```
==> writeup.txt <==
Per report_power, the sequential group accounts for 46.2% of the total. After layout, the worst path uses 102% of the clock period. The maximum operating frequency was 888 MHz. The run gives 3 for the length in cells of the worst reg-to-reg path. For this run, global-route usage on met1 was measured as 40.1%.

Once synthesis finished, the tally of register bits stood at 64. The buffer and inverter count on the worst path came out at 1. The sort of element at the end of the critical path is an output port. 0 antenna diodes ended up in the layout. Setup repair after global routing could not meet its margin everywhere. After synthesis the cells add up to 0.00268 sq mm. The largest single stage delay on the critical path is 0.42 ns.

Summed over all layers, the global routing overflow is 0. The pin closest to its max-slew limit shows a slew of 0.187 ns. With the total CTS buffers at 9, the initial core utilization is 52.2%. The final reports fail on setup timing. Per STA, the worst path is made up of buf_2.

Prior to clock tree synthesis, the placed netlist has a worst setup slack of 0.00141 ns. With the initial detailed-routing violation count at 51, the part of the total power dissipated in the clock network is 34.5%. The run gives 0 for the initial antenna violation count. The critical path endpoint has a required time of 0.88 ns. The routed wire length was 6840 microns; the height of the die was 75.2 microns. Detailed routing inserted a total of 1785 vias. The standard cell with the maximum stage delay on the critical path was sky130_fd_sc_hd__dfrtp_1.

The tools report the smallest setup slack after layout as -0.0260 ns. TritonCTS built the clock tree. For the arrival time at the worst endpoint, the log shows 0.91 ns. The count of unresolved DRC violations after routing was 0; the buffer levels on the longest clock path was 2. Number of standard-cell rows in the floorplan: 26.

The routed design shows a via density per instance of 4.73. The run gives 1848 for the via count of the first global-routing pass. The first detailed-routing pass ran for 4 iterations. 131 I/O pins were placed. The skew report gives the latency at the later pin of the worst-skew pair as 0.33 ns. The number of fillers in the final layout is 337. The congestion estimate from routability-driven global placement came to 0.768. Of the synthesized area, sequential elements account for 59.7%. In the Yosys report the total cell count is 136. The summed area of non-filler cells in the final layout was 0.00412 sq mm.

Path type of the worst setup path: register to output port. For reference, the final report shows the max-slew violation count at 0. Family with the most delay on the worst path: flip-flops.

In the final layout, the registers with the most flip-flops are DadoOut x64. The share of total power in combinational logic is 19.3%. Die area: 0.00566 sq mm. Once detail routing completed, the nets flagged for antenna violations numbered 0. Global routing consumed, over all layers together, 26.9% of the routing resources. The final critical-path required period was 1.13 ns. The run gives 4.59 mW as the design internal power. The type of the worst min-delay path is input port to register.

The run gives 80.2% as the end-of-flow core utilization. The run gives 10300 microns as the global-route wire length before repair. In this run the most used layer during global routing was met2. The horizontal die dimension reported for this design is 75.2 microns. The script computed a power per unit cell area of 1430 mW/mm^2. The core region is 0.00514 sq mm.

With the max-cap violation count at 0, the final setup skew is 0 ns. The gate-level netlist out of Yosys references 6 unique cell types. Across the whole layout, storage elements account for 0.00160 sq mm. With the static leakage at 2.05 nW, the met3 track demand over resource in global routing is 10.2%. The hold buffer count at cts came out at 0.

The library cell used as clock root buffer was sky130_fd_sc_hd__clkbuf_8. The met2 track demand over resource in global routing was 41.9%. Dividing the detail-routed wire length by the instance count gives 18.1 microns.

Of the cells placed in the final design, the portion with a size suffix greater than 1 is 57.3%. Detailed placement reports a standard cell area of 0.00406 sq mm. The run gives 1 for the synthesis warning total.

The tools report the number of hold-slack violations in the final timing report as 0. STA classifies the critical path startpoint as a register. The synthesized area per cell was 19.7 sq um; the clock transition at the registers of the reported paths was 0.07 ns. In the final layout, the multi-input gates occupy 946 sq um. The final report lists the setup-violating endpoint count as 2. The number of cells on the worst hold path is listed as 2. In this run switching power makes up 22.0% of total power. In the synthesized netlist, the number of instances is 136. Entering global routing, the biggest net connects 35 pins. The worst-path maximum fanout works out to 2. With the synthesis area per yosys at 0.00268 sq mm, the relative slew slack is 87.5%. Clock tree synthesis found a total of 64 sinks.

The run gives 1 for the number of gates on the worst path with buffers counted. More flip-flops sit in one register than any other, and that register is DadoOut. The flow ran to the end, but the final reports show violations. The port buffer count came out at 130.

The H-tree was split into 3 levels. The run gives 28 for the count of warning messages emitted by the tools. The design draws 5.89 mW.

In this run the VDD rail shows a maximum IR drop of 1.39 mV. The register with the most flip-flops in the layout has 64 of them. Detailed placement finished with a half-perimeter wire length of 4430 microns. The analysis attributes to net switching a power of 1.30 mW. In this run the layout overhead on the synthesized area is reported as 53.7%.
synth_stat cells, drive strengths merged:
master / n / area [sq um]
dfrtp: 64 / 1600
mux2: 64 / 946
buf: 7 / 131
inv: 1 / 3.75
worst reg2reg max path, delay by kind of cell (launching register included):
kind,cells,cell delay [ns]
DFF,1,0.38
muxes,1,0.26
buffers and inverters,2,0.25
per-layer routing:
metal	vias up	wire length (microns)
li1	803	-
met1	900	2890
met2	80	3280
met3	2	662
met4	0	13
met5	-	0
path summary, 6_finish.rpt:
check                                        startpoint                       to  slack (ns)
max in group asynchronous                         reset   DadoOut[5]$_DFFE_PP0P_        0.61
worst min-delay path                           regWrite  DadoOut[13]$_DFFE_PP0P_        0.25
worst max-delay path            DadoOut[29]$_DFFE_PP0P_              DadoOut[29]       -0.03
worst max register to register  DadoOut[38]$_DFFE_PP0P_  DadoOut[38]$_DFFE_PP0P_        0.09
worst min register to register  DadoOut[27]$_DFFE_PP0P_  DadoOut[27]$_DFFE_PP0P_        0.50
min in group asynchronous                         reset  DadoOut[35]$_DFFE_PP0P_        0.30
kinds of logic after synthesis:
logic type	after synthesis	share of synthesized area [%]
buffers and inverters	8	5.04
flip-flops	64	59.7
multiplexers	64	35.3
layout make-up:
type | count | share of cell area, %
Multi-Input combinational cell | 64 | 22.9
Tap cell | 70 | 2.12
Timing Repair Buffer | 162 | 31.1
Clock buffer | 13 | 3.85
Sequential cell | 64 | 38.8
Inverter | 1 | 0.182
Clock inverter | 3 | 0.971
power by group through the flow:
| stage | Sequential, mW | Clock (mW) | Combinational (mW) |
|---|---|---|---|
| finish | 2.72 | 2.03 | 1.13 |
| global route | 2.75 | 2.21 | 1.22 |
| CTS | 2.72 | 2.07 | 1.10 |
stage by stage:
| stage | std cells | hold slack, ns | setup TNS [ns] |
|---|---|---|---|
| finish | 377 | 0.253 | -0.0398 |
| global route | 377 | 0.236 | -0.219 |
| CTS | 369 | 0.240 | -0.0528 |
| detailed placement | 336 | 0.491 | 0 |
| global placement | 336 | 0.490 | 0 |
| floorplan | 136 | 0.351 | 0 |
repair_timing:
action	in CTS	in global routing
setup buffers	17	8
setup endpoints to repair	64	22
gates resized	199	1
cells in the final DEF, fill, tap and decap left out:
master / count
sky130_fd_sc_hd__buf_2: 63
sky130_fd_sc_hd__clkbuf_2: 1
sky130_fd_sc_hd__clkinv_2: 2
sky130_fd_sc_hd__bufinv_16: 1
sky130_fd_sc_hd__clkdlybuf4s50_1: 65
sky130_fd_sc_hd__clkbuf_8: 11
sky130_fd_sc_hd__mux2_4: 60
sky130_fd_sc_hd__dfrtp_1: 64
sky130_fd_sc_hd__buf_4: 28
sky130_fd_sc_hd__clkbuf_1: 2
sky130_fd_sc_hd__buf_12: 5
sky130_fd_sc_hd__mux2_2: 4
sky130_fd_sc_hd__clkinvlp_4: 1
Power is estimated from default activity; no workload was simulated.
